==> ./design.v <==
module hex_display (
    input clk,
    input [15:0]data,
    output [3:0]anodes,
    output [6:0]segments
);
reg [11:0]cnt = 0;
reg [1:0]i = 0;
assign anodes = (4'b1 << i);
always @(posedge clk) begin
    cnt <= cnt + 'b1;
    if (&cnt)
        i <= i + 2'b1;
end
wire [3:0]b = data[i * 4 +: 4];
hex_to_seg hex_to_seg(.data(b), .segments(segments));
endmodule
module hex_to_seg(
    input [3:0]data,
    output reg [6:0]segments
);
always @(*) begin
    case (data)
        4'h0: segments = 7'b1111110;
        4'h1: segments = 7'b0110000;
        4'h2: segments = 7'b1101101;
        4'h3: segments = 7'b1111001;
        4'h4: segments = 7'b0110011;
        4'h5: segments = 7'b1011011;
        4'h6: segments = 7'b1011111;
        4'h7: segments = 7'b1110000;
        4'h8: segments = 7'b1111111;
        4'h9: segments = 7'b1111011;
        4'hA: segments = 7'b1110111;
        4'hB: segments = 7'b0011111;
        4'hC: segments = 7'b1001110;
        4'hD: segments = 7'b0111101;
        4'hE: segments = 7'b1101111;
        4'hF: segments = 7'b1000111;
    endcase
end
endmodule
module ir_rx #(
    parameter CNT_WIDTH = 25
)(
    input clk,
    input rx,
    output rx_edge,
    output reg pulse,
    output reg [CNT_WIDTH-1:0]cnt
);
initial pulse = 1'b0;
initial cnt = 0;
wire rise = ~pulse && rx;
wire fall = pulse && ~rx;
assign rx_edge = rise || fall;
always @(posedge clk) begin
    if (rise)
        pulse <= 1'b1;
    else if (fall)
        pulse <= 1'b0;
    if (rx_edge)
        cnt <= 0;
    else
        cnt <= cnt + 1;
end
endmodule
module top (
    input CLK,
    input IRDA,
    output DS_EN1, DS_EN2, DS_EN3, DS_EN4,
    output DS_A, DS_B, DS_C, DS_D, DS_E, DS_F, DS_G,
    output TXD
);
assign {DS_EN1, DS_EN2, DS_EN3, DS_EN4} = ~anodes;
assign {DS_A, DS_B, DS_C, DS_D, DS_E, DS_F, DS_G} = segments;
reg [15:0]hd_data = 16'b0;
wire [3:0]anodes;
wire [6:0]segments;
hex_display hex_display (
    .clk(CLK),
    .data(hd_data),
    .anodes(anodes),
    .segments(segments)
);
reg uart_start = 1'b0;
reg [7:0]uart_data = 8'b0;
wire uart_idle;
uart_tx #(.BAUDRATE(5_000_000)) uart_tx (
    .clk(CLK),
    .start(uart_start),
    .data(uart_data),
    .idle(uart_idle),
    .q(TXD)
);
reg ir_in = 1'b0;
always @(posedge CLK)
    ir_in <= ~IRDA;
wire ir_edge;
wire ir_pulse;
wire [24:0]ir_cnt;
ir_rx ir_rx (
    .clk(CLK),
    .rx(ir_in),
    .rx_edge(ir_edge),
    .pulse(ir_pulse),
    .cnt(ir_cnt)
);
reg [19:0]ir_cnt_buf = 20'b0;
wire [39:0]dur_chars;
cnt_to_chars ctc(
    .cnt(ir_cnt_buf / 50),
    .chars(dur_chars)
);
reg pulse_buf = 1'b0;
always @(posedge CLK) begin
    if (ir_edge) begin
        ir_cnt_buf <= ir_cnt;
        pulse_buf <= ir_pulse;
    end
end
reg [2:0]idle_cnt = 0;
always @(posedge CLK) begin
    if (uart_idle)
        idle_cnt <= idle_cnt + 1;
    else
        idle_cnt <= 0;
end
reg [2:0]char_cnt = 0;
always @(posedge CLK) begin
    if (ir_edge)
        char_cnt <= 3'h1;
    if (idle_cnt == 3'b111) begin
        if (char_cnt)
            uart_start <= 1'b1;
        case (char_cnt)
        'h0: begin uart_data <= 8'h2b; end
        'h1: begin char_cnt <= 3'h2; uart_data <= pulse_buf ? 8'h2b : 8'h2d; end
        'h2: begin char_cnt <= 3'h3; uart_data <= dur_chars[31:24]; end
        'h3: begin char_cnt <= 3'h4; uart_data <= dur_chars[23:16]; end
        'h4: begin char_cnt <= 3'h5; uart_data <= dur_chars[15:8]; end
        'h5: begin char_cnt <= 3'h6; uart_data <= dur_chars[7:0]; end
        'h6: begin char_cnt <= 3'h7; uart_data <= 8'b00001101; end
        'h7: begin char_cnt <= 3'h0; uart_data <= 8'b00001010; end
        endcase
    end
    else
        uart_start <= 1'b0;
end
endmodule
module cnt_to_chars (
    input [19:0]cnt,
    output [39:0]chars
);
genvar i;
generate
    for (i = 0; i < 5; i = i + 1) begin : genchar
        assign chars[i * 8 +: 8] = ((cnt[i * 4 +: 4] < 10) ? 8'h30 : 8'h57) + cnt[i * 4 +: 4];
    end
endgenerate
endmodule
module uart_tx #(
    parameter BAUDRATE = 9600,
    parameter F_CLK = 50_000_000
) (
    input clk,
    input start,
    input [7:0]data,
    output idle,
    output reg q = 1'b1
);
assign idle = (bit_num == 4'hF);
reg [32:0]cnt = 32'b0;
reg [3:0]bit_num = 4'hF;
wire bit_start = (cnt == (F_CLK / BAUDRATE) - 1);
always @(posedge clk) begin
    if (start && idle)
        cnt <= 32'b0;
    else if (bit_start)
        cnt <= 32'b0;
    else
        cnt <= cnt + 32'b1;
end
always @(posedge clk) begin
    if (start && idle) begin
        bit_num <= 4'h0;
        q <= 1'b0;  
    end
    else if (bit_start) begin
        case (bit_num)
        4'h0: begin bit_num <= 4'h1; q <= data[0]; end
        4'h1: begin bit_num <= 4'h2; q <= data[1]; end
        4'h2: begin bit_num <= 4'h3; q <= data[2]; end
        4'h3: begin bit_num <= 4'h4; q <= data[3]; end
        4'h4: begin bit_num <= 4'h5; q <= data[4]; end
        4'h5: begin bit_num <= 4'h6; q <= data[5]; end
        4'h6: begin bit_num <= 4'h7; q <= data[6]; end
        4'h7: begin bit_num <= 4'h8; q <= data[7]; end
        4'h8: begin bit_num <= 4'h9; q <= 1'b1; end  
        default: begin bit_num <= 4'hF; end
        endcase
    end
end
endmodule
==> ./run.sh <==
#!/bin/bash
# OpenROAD 26Q1-2900-gdf79404cd8, Yosys 0.63+post, stock flow scripts
make -C /OpenROAD-flow-scripts/flow DESIGN_CONFIG=/design/flow/config.mk WORK_HOME=/design/flow/orfs finish
==> ./config.mk <==
export PLATFORM = sky130hd
export DESIGN_NAME = top
export DESIGN_NICKNAME = top
export VERILOG_FILES = /design/flow/design.v
export SDC_FILE = /design/flow/constraint.sdc
export NUM_CORES = 4
export LEC_CHECK = 1
export CORE_UTILIZATION = 40
==> ./constraint.sdc <==
current_design top

set clk_period 27.8
set clk_io_pct 0.2

create_clock -name clk0 -period $clk_period [get_ports {CLK}]

set non_clock_inputs [all_inputs -no_clocks]
set_input_delay [expr $clk_period * $clk_io_pct] -clock clk0 $non_clock_inputs
set_output_delay [expr $clk_period * $clk_io_pct] -clock clk0 [all_outputs]
==> run summary <==
impl run done, here's what came out: number of routed nets with antenna violations 0, portion of the post-synthesis area used by sequential elements 0.295, final slew viol count 0, crit path capture type register, Final Hold Vio Count 0, maximum count of clock buffers along a single path 2, Total Wirelength between 15 and 20 mm, slew at the pin closest to its max-slew limit approximately 0.86 ns, reported max-cap violation count 0, Floorplan Core Area 0.0203 mm^2, Clk Latency, worst-skew pair 0.34 ns, count of cells along the worst register-to-register path 33, Num CTS Buffers 9, Final Skew a little under 0.006 ns, average wire length per cell after detail routing between 10 and 15 um, initial core utilization 0.409, vias after detailed routing 7220, Hold Path Class register to register, yosys stat chip area 0.00831 mm^2, worst reg2reg endpoint uart_data[1], mean instance size in the synthesized netlist slightly above 8 um^2, flip-flop cell with the highest count after synthesis sky130_fd_sc_hd__dfxtp_1, slack of the worst reg-to-reg path 17.32 ns, number of H-tree levels 3, highest achievable clock rate 95.4 MHz, worst setup path category register to register, vias in the first global route between 6000 and 7000, gr usage total 0.172, initial drt markers a little under 600, Die Y-Extent 146 um, number of antenna violations at the first check in global routing 0, chip area roughly 0.021 mm^2, number of DRC violations after detailed routing 0, worst slew slack as a fraction of its limit 0.426, highest cell delay on the worst timing path roughly 0.87 ns, crit-path max FO 25, first-pass GRT wire length 30.6 mm, Syn Std Cell Area 0.00831 mm^2, number of ports placed on the die boundary 14, maximum number of pins on one net before global-route repair 34, grt ovf 0, number of stages on the worst hold path 1, sum of net half-perimeters after detailed placement 13.2 mm, warning count from the yosys run 6, buffer type at the clock tree root sky130_fd_sc_hd__clkbuf_16, Post-synth regs about 110, count of tool warnings 30, antenna fix cells 0, result of the run finished, final reports clean, setup repair after global routing missed its margin false, yosys cell count 1009, Initial DRT Pass Iterations 5, fraction of layout instances using a drive strength above 1 0.0837, number of placement rows 52, CTS tree done, number of fill cells roughly 2000, Post-CTS Setup Bufs 0, final weighted congestion of routability-driven global placement 0.905, Crit. Startpoint ir_cnt_buf[18], launch instance of the worst register-to-register path ir_cnt_buf[18], final setup vio count 0, clock-pin slew reported for the worst setup and hold paths after clock tree synthesis roughly 0.070 ns, Unique cell types between 100 and 150, # resized after CTS 0, period utilisation layout 0.377, shortest clock period the worst path allows after layout between 10 and 15 ns, Via-to-Cell Ratio a little under 6, Die Wd about 150 um, Arrival @ worst endpoint ~11 ns, IO Port Bufs 6, number of enable-type register cells in the synthesized netlist 29, Post-Syn Instances roughly 1000, required time at the endpoint of the critical path 27.88 ns, clk sink count roughly 110, share of synthesized registers carrying an async set or reset 0, critical path capture point uart_data[1], startpoint type of the worst setup path register, Critical-path top delay cell sky130_fd_sc_hd__edfxtp_1, number of hold-repair buffers added at the cts stage 0, synth-to-layout area growth 5.27%, total negative slack for setup checks 0 ns
cell usage after synthesis, types with 7 or more instances:
library cell / instances / area, um^2
sky130_fd_sc_hd__nor2_1: 117 / 439
sky130_fd_sc_hd__dfxtp_1: 79 / 1580
sky130_fd_sc_hd__nand2_1: 60 / 225
sky130_fd_sc_hd__nand3_1: 60 / 300
sky130_fd_sc_hd__a21oi_1: 57 / 285
sky130_fd_sc_hd__xor2_1: 41 / 359
sky130_fd_sc_hd__inv_1: 38 / 143
sky130_fd_sc_hd__o21ai_0: 37 / 185
sky130_fd_sc_hd__clkbuf_1: 30 / 113
sky130_fd_sc_hd__edfxtp_1: 29 / 871
sky130_fd_sc_hd__xnor2_1: 28 / 245
sky130_fd_sc_hd__and3_1: 26 / 163
sky130_fd_sc_hd__nor3_1: 22 / 110
sky130_fd_sc_hd__ha_1: 18 / 225
sky130_fd_sc_hd__o211ai_1: 18 / 135
sky130_fd_sc_hd__o21ai_1: 15 / 75.1
sky130_fd_sc_hd__nand4_1: 14 / 87.6
sky130_fd_sc_hd__nor4_1: 14 / 87.6
sky130_fd_sc_hd__o22ai_1: 14 / 87.6
sky130_fd_sc_hd__a211oi_1: 12 / 90.1
sky130_fd_sc_hd__buf_2: 12 / 60.1
sky130_fd_sc_hd__nand2b_1: 12 / 75.1
sky130_fd_sc_hd__buf_4: 10 / 75.1
sky130_fd_sc_hd__or3_1: 10 / 62.6
sky130_fd_sc_hd__a211o_1: 8 / 70.1
sky130_fd_sc_hd__and2_1: 8 / 50.1
sky130_fd_sc_hd__nor2b_1: 8 / 50.1
sky130_fd_sc_hd__a21o_1: 7 / 52.6
sky130_fd_sc_hd__a31oi_1: 7 / 43.8
sky130_fd_sc_hd__mux2i_1: 7 / 70.1
sky130_fd_sc_hd__o21a_1: 7 / 52.6
sky130_fd_sc_hd__o31ai_1: 7 / 52.6
stage by stage:
stage	utilization	std cells	area [um^2]	hold slack [ns]	setup slack [ns]
5_1_grt	0.431	1250	8750	0.453	16.29
2_1_floorplan	-	1014	8330	0.396	19.21
3_3_place_gp	0.416	1234	8440	0.412	17.48
3_5_place_dp	0.416	1234	8440	0.423	17.43
4_1_cts	0.431	1250	8750	0.433	17.40
6_report	0.431	1250	8750	0.426	17.32
how the worst min path moves through the flow:
stage / start / slack (ns) / end
after CTS: idle_cnt[0] / 0.43 / idle_cnt[0]
final: idle_cnt[0] / 0.43 / idle_cnt[0]
after global routing: idle_cnt[0] / 0.45 / idle_cnt[0]
layer usage:
layer / global-route usage / share of wire / vias to the layer above
li1: - / - / 3692
met1: 0.287 / 0.52 / 3358
met2: 0.250 / 0.43 / 158
met3: 0.0210 / 0.043 / 12
met4: 0.0188 / 0.0081 / 0
met5: 0 / 0 / -
sequential cells by signal, indices dropped and copies added (netlist names):
name and count:
ir_cnt_buf 19, ir_rx.pulse 1, char_cnt 3, ir_in 1, uart_tx.q 1, idle_cnt 3, pulse_buf 1, uart_tx.bit_num 4
uart_start 1, uart_data 7, hex_display.cnt 12, hex_display.i 2, uart_tx.cnt 33, ir_rx.cnt 20
cells in the final DEF (no fill, tap or decap), types with 6 or more instances in the layout:
cell / netlist / routed
sky130_fd_sc_hd__a211oi_1: 12 / 12
sky130_fd_sc_hd__clkbuf_16: 0 / 11
sky130_fd_sc_hd__nand2b_1: 12 / 12
sky130_fd_sc_hd__o31ai_1: 7 / 7
sky130_fd_sc_hd__a21oi_2: 6 / 6
sky130_fd_sc_hd__xnor2_1: 28 / 28
sky130_fd_sc_hd__xor2_1: 41 / 41
sky130_fd_sc_hd__o21ai_1: 15 / 15
sky130_fd_sc_hd__clkdlybuf4s50_1: 0 / 6
sky130_fd_sc_hd__mux2i_1: 7 / 7
sky130_fd_sc_hd__and3_1: 26 / 26
sky130_fd_sc_hd__and2_1: 8 / 8
sky130_fd_sc_hd__nand2_1: 60 / 60
sky130_fd_sc_hd__nor4_1: 14 / 14
sky130_fd_sc_hd__a31oi_1: 7 / 7
sky130_fd_sc_hd__o21ai_0: 37 / 37
sky130_fd_sc_hd__conb_1: 2 / 7
sky130_fd_sc_hd__or3_1: 10 / 10
sky130_fd_sc_hd__edfxtp_1: 29 / 29
sky130_fd_sc_hd__nand4_1: 14 / 14
sky130_fd_sc_hd__a21o_1: 7 / 7
sky130_fd_sc_hd__o21ai_2: 6 / 6
sky130_fd_sc_hd__nor2b_1: 8 / 8
sky130_fd_sc_hd__ha_1: 18 / 18
sky130_fd_sc_hd__o21a_1: 7 / 7
sky130_fd_sc_hd__o22ai_1: 14 / 14
sky130_fd_sc_hd__o211ai_1: 18 / 18
sky130_fd_sc_hd__a21oi_1: 57 / 57
sky130_fd_sc_hd__nor3_1: 22 / 22
sky130_fd_sc_hd__a211o_1: 8 / 8
sky130_fd_sc_hd__dfxtp_1: 79 / 79
sky130_fd_sc_hd__inv_1: 38 / 38
sky130_fd_sc_hd__nand3_1: 60 / 60
sky130_fd_sc_hd__nor2_1: 117 / 117
worst max-delay path, delay by kind of cell, from the launching register on:
family                   cells  cell delay (ns)
multiplexers                 1             0.10
flip-flops                   1             0.87
AND-OR/OR-AND               21             5.82
XOR/XNOR                     1             0.28
adder cells (fa/ha/maj)      3             1.04
AND/OR/NAND/NOR              5             1.90
buffers and inverters        2             0.19
layout make-up:
cell class | count | area [um^2] | area share
sequential | 108 | 2450 | 0.280
inverter | 41 | 154 | 0.0176
multi-input combinational | 805 | 5410 | 0.618
tap | 270 | 338 | 0.0386
clock inverter | 3 | 23.8 | 0.00272
timing repair buffer | 10 | 90.1 | 0.0103
clock buffer | 13 | 283 | 0.0323
cells by family (layout without fill, tap and decap cells):
logic type | Yosys count | count (layout) | share of synthesized area
compound gates | 303 | 303 | 0.276
xor+xnor | 70 | 70 | 0.0760
fa+ha+maj | 23 | 23 | 0.0369
buf+inv | 101 | 67 | 0.0565
flops | 108 | 108 | 0.295
mux | 15 | 15 | 0.0220
other cells | 2 | 7 | 0.000904
simple gates | 387 | 387 | 0.236
